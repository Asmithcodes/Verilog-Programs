**design/flow/config.mk**
```make
export PLATFORM = sky130hd
export DESIGN_NAME = Ripple_Adder
export DESIGN_NICKNAME = Ripple_Adder
export VERILOG_FILES = /design/flow/design.v
export SDC_FILE = /design/flow/constraint.sdc
export NUM_CORES = 4
export LEC_CHECK = 1
export CORE_AREA = 10 10 70 70
export DIE_AREA = 0 0 80 80
```
**design/flow/constraint.sdc**
```tcl
current_design Ripple_Adder

set clk_period 2.5
set clk_io_pct 0.2

create_clock -name clk0 -period $clk_period

set non_clock_inputs [all_inputs -no_clocks]
set_input_delay [expr $clk_period * $clk_io_pct] -clock clk0 $non_clock_inputs
set_output_delay [expr $clk_period * $clk_io_pct] -clock clk0 [all_outputs]
```
**design/flow/design.v**
```verilog
module Ripple_Adder(
    input [3:0] x, y,
    input carryin,
    output [3:0] out,
    output carryout
    );
    wire [3:0] c;
    Full_adder_Beh fa0(x[0], y[0], carryin, out[0], c[0]);
    Full_adder_Struc fa1(x[1], y[1], c[0], out[1], c[1]);
    Full_adder_Beh fa2(x[2], y[2], c[1], out[2], c[2]);
    Full_adder_Struc fa3(x[3], y[3], c[2], out[3], c[3]);
    assign carryout = c[3];
endmodule
module Full_adder_Beh(
    input a, b, cin,
    output reg sum, cout
    );
    always @(*) begin
        {cout, sum} = a + b + cin;
    end
endmodule
module Full_adder_Struc(
    input a, b, cin,
    output sum, cout
    );
    assign sum = a ^ b ^ cin;
    assign cout = (a & b) | (b % cin) | (cin & a);
endmodule
```
**design/flow/run.sh**
```bash
#!/bin/bash
# OpenROAD 26Q1-2900-gdf79404cd8, Yosys 0.63+post, stock flow scripts
make -C /OpenROAD-flow-scripts/flow DESIGN_CONFIG=/design/flow/config.mk WORK_HOME=/design/flow/orfs finish
```
==> results.env <==
CRITPATHTOPFAMILY='adder cells'
SETUP_VIOL_COUNT_FINAL=2
LARGEST_DRIVER_FANOUT_ON_THE_CRITICAL_PATH=2
FINISH.UTILIZATION_PCT=10.6
CPPEAKSTAGEDELAY_NS=0.39
NUM-CLOCK-BUFFERS=0
FIRST_GLOBAL_VIAS=141
FILL_CELLS=399
WORSTSETUPENDPOINT='carryout'
INITIAL_DRC_COUNT=1
P_LEAK_uW=0.000162
OVERFLOW=0
SYNTH-CELLS-YOSYS=14
CRIT_PATH_TIME_FINAL_NS=2.69
DRV.MAX_CAP_VIOLATION_COUNT=0
CTS_HOLD_BUF=0
FINALMAXSLEWVIOLATIONS=0
MAX_CLOCK_FREQ_MHz=372
GLOBAL_ROUTE_TOTAL_USAGE_ACROSS_EVERY_LAYER_PCT=1.74
ROUTED_WIRELENGTH_UM=563
SEQ_AREA_UM2=0
DIE-AREA_MM2=0.00640
CRIT_REQUIRED_NS=2.00
DP.FINAL_HPWL_UM=512
CP-STARTPOINT='carryin'
YS_SEQ_SHARE_PCT=0
SLEW_HEADROOM_PCT=92.9
MI_LOGIC_AREA_UM2=121
TIMING.FINAL.CRIT_SHARE_PCT=107
ROUTE.ANTENNA.DIODE_COUNT=0
REPORT.FINAL.HOLD_VIOL_COUNT=0
TOP_LEVEL_PORTS=14
GRT_SETUP_UNREPAIRED='yes'
GRT_MAX_DEGREE=3
OUTCOME='finished with violations'
NFLOPSANDLATCHES=0
PWR_DENSITY_CELL_mW_PER_MM2=198
CP_SLOWEST_CELL='fa_2'
CRIT_PATH_START_KIND='input port'
GPL.FINAL_WEIGHTED_CONGESTION=0.772
SYNTH_WARNINGS=1
ROW_COUNT=21
CRIT_CHAIN='buf_8 > inv_4 > fa_2 > mux2_4 > fa_2 > buf_6 > mux2_4 > buf_6'
YOSYS.STAT.CHIPAREA_UM2=154
TOP_AREA_CELL='fa_1'
WORST_EP_ARRIVAL_TIME_NS=2.19
DR.PASS1.ITERS=2
YS_TOP_CELLS_BY_AREA='fa_1 26%, buf_4 20%, xor3_1 15%'
STAGE_LOG_WARNINGS=34
CORE_REGION_AREA_MM2=0.00342
PATH_CLASS='in2out'
PORT_BUFFERS=14
PATH_DEPTH=8
DRC=0
SYNTH_CELL_TYPES=6
SETUP_SLACK_NS=-0.187
DIE_X_UM=80
FP_UTIL_PCT=4.51
DIE.SIZE.Y_UM=80
GRT_FIRST_PASS_WIRELENGTH_UM=841
PEAKVDDDROP_mV=0.0564
LAYOUT-DRIVE-GT1-SHARE_PCT=60.7
ANT_NETS=0
COUNT_OF_BUFFER_AND_INVERTER_CELLS_ON_THE_CRITICAL_PATH=4
NETLIST_INSTANCES=14
DRT-VIAS-PER-INSTANCE=1.82
TIMING.CRITICAL_PATH.TO_TYPE='output pin'
WORST_HOLD_PATH_TYPE='in2out'
VIAS=135
GRT_ANTENNA_BEFORE_REPAIR=0
TOP_AREA_SHARE_PCT=26.0
WORSTMARGINPINSLEW_NS=0.106
DETAILED_ROUTE_WIRE_LENGTH_PER_CELL_UM=7.61
POST-PLACE-WS_NS=-0.891
AREA_GROWTH_PCT=136
FAILED_CHECKS='setup timing'
SYNTH.CELL_AREA_UM2=154
SYNTH_AREA_PER_CELL_UM2=11.0
cells in the final DEF (no fill, tap or decap):
cell	instances
inv_4	1
xnor3_1	1
mux2_4	2
inv_2	2
xor3_1	1
buf_8	1
buf_2	3
buf_6	3
fa_2	2
inv_1	1
clkdlybuf4s50_1	8
buf_4	3
worst min path at each step:
stage / depth (start not counted) / slack (ns) / to / start
CTS: 3 / 1.73 / carryout / x[3]
finish: 3 / 1.74 / carryout / y[3]
global route: 3 / 1.76 / carryout / y[3]
synth_stat cells:
cell,number
xnor3_1,1
mux2_2,2
fa_1,2
inv_1,4
xor3_1,1
buf_4,4
power by group:
| part | switching [uW] | internal, uW |
|---|---|---|
| Sequential | 0 | 0 |
| Combinational | 18.8 | 53.2 |
| Clock | 0 | 0 |
| Total | 18.8 | 53.2 |
layout make-up:
type | instances | share of cell area [%]
Multi-Input combinational cell | 6 | 33.4
Timing Repair Buffer | 18 | 45.9
Tap cell | 46 | 15.9
Inverter | 4 | 4.83
logic make-up after synthesis:
logic type | after synthesis | share of synthesized area [%]
xor gates and xnor gates | 2 | 30.1
adders and majority gates | 2 | 26.0
buffers and inverters | 8 | 29.3
muxes | 2 | 14.6
through the flow:
stage               std cells  setup TNS, ns  hold slack, ns  cell area (um^2)  total power, uW
floorplan                  14              0            1.10               154             34.7
global placement           72          -2.77            2.05               337             67.9
detailed placement         72          -2.83            2.05               337             68.3
CTS                        73         -0.432            1.73               343             70.1
global route               74         -0.385            1.76               363             80.8
finish                     74         -0.279            1.74               363             72.0
layer usage:
metal	vias to the layer above	GRT usage, %	part of all wire [%]
li1	66	-	-
met1	59	2.27	41
met2	10	2.33	39
met3	0	1.36	20
met4	0	0	0
met5	-	0	0
what timing repair did:
item                                    in CTS  in global routing
gates resized                               29                  4
pin swaps                                    3                  3
setup buffers                                1                  1
endpoints found under the setup margin       4                  2
endpoints found under the hold margin        0                  0
Power and IR drop assume default switching activity.

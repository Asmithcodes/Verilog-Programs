File: /design/flow/design.v
module Comparator_Gate(
    input [3:0] a, b,
    output wire a_greater, a_less, a_equal_b
    );
    wire [3:0] g;
    wire [3:0] e;
    wire [3:0] l;
    assign e[3] = ~(a[3] ^ b[3]);
    assign e[2] = ~(a[2] ^ b[2]);
    assign e[1] = ~(a[1] ^ b[1]);
    assign e[0] = ~(a[0] ^ b[0]);
    assign a_equal_b = e[3] & e[2] & e[1] & e[0];
    assign g[3] = a[3] & ~b[3];
    assign g[2] = e[3] & a[2] & ~b[2];
    assign g[1] = e[3] & e[2] & a[1] & ~b[1];
    assign g[0] = e[3] & e[2] & e[1] & a[0] & ~b[0];
    assign a_greater = g[3] | g[2] | g[1] | g[0];
    assign l[3] = ~a[3] & b[3];
    assign l[2] = e[3] & ~a[2] & b[2];
    assign l[1] = e[3] & e[2] & ~a[1] & b[1];
    assign l[0] = e[3] & e[2] & e[1] & ~a[0] & b[0];
    assign a_less = l[3] | l[2] | l[1] | l[0];
endmodule
File: /design/flow/run.sh
#!/bin/bash
# OpenROAD 26Q1-2900-gdf79404cd8, Yosys 0.63+post, stock flow scripts
make -C /OpenROAD-flow-scripts/flow DESIGN_CONFIG=/design/flow/config.mk WORK_HOME=/design/flow/orfs finish
File: /design/flow/config.mk
export PLATFORM = sky130hd
export DESIGN_NAME = Comparator_Gate
export DESIGN_NICKNAME = Comparator_Gate
export VERILOG_FILES = /design/flow/design.v
export SDC_FILE = /design/flow/constraint.sdc
export NUM_CORES = 4
export LEC_CHECK = 1
export CORE_AREA = 10 10 70 70
export DIE_AREA = 0 0 80 80
File: /design/flow/constraint.sdc
current_design Comparator_Gate

set clk_period 1.1
set clk_io_pct 0.2

create_clock -name clk0 -period $clk_period

set non_clock_inputs [all_inputs -no_clocks]
set_input_delay [expr $clk_period * $clk_io_pct] -clock clk0 $non_clock_inputs
set_output_delay [expr $clk_period * $clk_io_pct] -clock clk0 [all_outputs]
==> impl_metrics.py <==
# Physical implementation metrics
metrics = {
    "synth": {
        "ys_cells": 19,
        "largest_area_cell": "and3b_1",
        "syn_area_um2": 139,
        "ys_seq_frac": 0,
        "synth_area_per_cell_um2": 7.31,
        "yosysChipArea_um2": 139,
        "ys_warn_count": 0,
        "ys_types": 9,
        "syn_inst": 19,
        "yosys.area.top_type_share": 0.189,
        "top_cells_by_area": "and3b_1 19%, ha_1 18%, nand2b_1 18%, a311oi_1 13%, nor2b_1 9.0%",
    },
    "critical_path": {
        "required_ps": 880,
        "worst-path-buf-inv": 2,
        "max_stage_delay_ps": 230,
        "worst-path-max-fanout": 4,
        "end_kind": "output port",
        "critPathArrivalTime_ps": 1140,
        "path_cells": "buf_8, ha_4, and3b_1, a311oi_1, o21ai_1, buf_2",
        "cpMaxStageDelayCell": "ha_4",
        "worst-setup-path-type": "in -> out",
        "crit_family": "AND-OR/OR-AND gates",
        "cp-start-kind": "input pin",
        "cp-startpoint": "b[3]",
    },
    "routing": {
        "first_pass_iters": 1,
        "post_drt_wl_per_cell_um": 7.26,
        "via_count": 188,
        "routed_via_density": 2.41,
        "drt_iter0_drc": 0,
        "ant_nets": 0,
        "wirelength_um": 566,
        "antenna_cells": 0,
        "drc_errors": 0,
    },
    "hold_path": {
        "hp-class": "in -> out",
        "hold_path_startpoint": "b[3]",
    },
    "power": {
        "internal_power_mw": 0.0665,
        "p_clk_frac": 0,
        "p_seq_frac": 0,
        "combPwrFrac": 1.000,
        "total_power_mw": 0.108,
        "power.density_nw_per_um2": 319,
        "switchingPower_mw": 0.0412,
        "vdd_drop_max_mv": 0.0342,
        "p_sw_frac": 0.383,
        "p_leak_nw": 0.151,
    },
    "timing": {
        "maxSlewViolCount": 0,
        "setup_viol": 3,
        "worst_pin_slew_ps": 209,
        "timing.final.crit_share": 1.23,
        "period_minus_slack_ps": 1360,
        "slew_headroom": 0.860,
        "rsz0062_at_grt": "yes",
        "fin_ws_ps": -258,
        "timing.fmax_mhz": 737,
        "hold_slack_ps": 833,
        "report.final.hold_viol_count": 0,
    },
    "global_routing": {
        "grt_pass1_vias": 193,
        "grt.overflow.total": 0,
        "grt_usage": 0.0175,
        "antenna_found_initial": 0,
        "grt_pass1_wl_um": 931,
        "grt_max_degree": 5,
    },
    "cells_and_area": {
        "flop-count": 0,
        "flop_area_um2": 0,
        "drive_gt1_frac": 0.531,
        "clock_buffers": 0,
        "area_growth_syn_to_layout_pct": 143,
        "fin_area_um2": 338,
        "fillers": 409,
        "fin_cells": 78,
    },
    "status": {
        "status": "complete, but fails checks",
        "violations": "negative setup slack",
    },
    "job": {
        "tool_warnings": 35,
        "maxCapViolCount": 0,
    },
    "place": {
        "dpl-instance-area_um2": 319,
        "port_buffers": 11,
        "post-place-cells": 76,
        "gp_congestion": 0.736,
    },
    "floorplan": {
        "fp-row-count": 21,
        "fp_util": 0.0407,
        "chipArea_um2": 6400,
        "core-area_um2": 3420,
        "die_h_um": 80,
        "die_w_um": 80,
        "io_pins": 11,
    },
    "clocking": {
        "ctsHoldBuffers": 0,
    },
}
-- cells in the mapped netlist --
| master | instances |
|---|---|
| o21ai_1 | 2 |
| inv_1 | 2 |
| nand4_1 | 1 |
| ha_1 | 2 |
| a311oi_1 | 2 |
| xnor2_1 | 1 |
| nand2b_1 | 4 |
| nor2b_1 | 2 |
| and3b_1 | 3 |
-- through the flow --
stage / utilization / setup slack, ps / TNS (ps)
after floorplan: - / 0.674 / 0
after global placement: 0.0934 / -1040 / -3040
after detailed placement: 0.0934 / -1050 / -3100
after global routing: 0.0989 / -321 / -790
after CTS: 0.101 / -303 / -726
final: 0.0989 / -258 / -632
-- logic make-up after synthesis --
family / Yosys count / synth area share
compound gates: 4 / 0.198
xor+xnor: 1 / 0.0631
fa+ha+maj: 2 / 0.180
buf+inv: 2 / 0.0541
simple gates: 10 / 0.505
-- area by class of cell --
type	count	area [um2]	area share
Multi-Input combinational cell	17	173	0.511
Timing Repair Buffer	13	97.6	0.289
Tap cell	46	57.6	0.170
Inverter	2	10.0	0.0296
-- power groups by stage --
stage	Sequential, mW	Clock [mW]	Combinational, mW
final	0	0	0.108
after global routing	0	0	0.119
after CTS	0	0	0.108
-- final timing paths --
| kind | endpoint | depth (start not counted) |
|---|---|---|
| hold / removal | a_less | 5 |
| setup / recovery | a_less | 6 |
-- what timing repair did --
item,CTS,global route
setup endpoints to repair,3,3
resized,41,3
pin swaps,6,4
buffers inserted,2,0
-- layout by cell type (no fill, tap or decap), drive strengths merged --
cell type,Yosys,layout
ha,2,2
dlygate4sd2,0,2
o21ai,2,2
nor2b,2,2
and3b,3,3
nand2b,4,4
inv,2,2
xnor2,1,1
nand4,1,1
buf,0,10
clkbuf,0,1
a311oi,2,2
-- routing by layer --
| layer | wire length (um) | GRT usage | vias up |
|---|---|---|---|
| li1 | - | - | 96 |
| met1 | 179 | 0.0152 | 90 |
| met2 | 350 | 0.0393 | 2 |
| met3 | 35 | 0.00455 | 0 |
| met4 | 0 | 0 | 0 |
| met5 | 0 | 0 | - |
Power figures rest on the tool's default switching activity, not on a simulated workload.

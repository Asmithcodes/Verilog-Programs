==> ./design.v <==
module Adder_subtractor #(parameter width = 4) (     
    input [(width-1):0] x, y,
    input carryin,
    output [(width-1):0] out,
    output carryout
);
    wire [(width-1):0] y_eff, c;
    assign y_eff = y ^ {width{carryin}};
    genvar i;
    generate
        Full_adder_Beh fa0(.a(x[0]), .b(y_eff[0]), .cin(carryin), .sum(out[0]), .cout(c[0]));
        for (i = 1; i < width; i = (i + 1)) begin
            Full_adder_Beh fa(.a(x[i]), .b(y_eff[i]), .cin(c[i - 1]), .sum(out[i]), .cout(c[i]));
        end
    endgenerate
    assign carryout = c[width-1];
endmodule
module Full_adder_Beh(
    input a, b, cin,
    output reg sum, cout
    );
    always @(*) begin
        {cout, sum} = a + b + cin;
    end
endmodule
==> ./run.sh <==
#!/bin/bash
# OpenROAD 26Q1-2900-gdf79404cd8, Yosys 0.63+post, stock flow scripts
make -C /OpenROAD-flow-scripts/flow DESIGN_CONFIG=/design/flow/config.mk WORK_HOME=/design/flow/orfs finish
==> ./config.mk <==
export PLATFORM = sky130hd
export DESIGN_NAME = Adder_subtractor
export DESIGN_NICKNAME = Adder_subtractor
export VERILOG_FILES = /design/flow/design.v
export SDC_FILE = /design/flow/constraint.sdc
export NUM_CORES = 4
export LEC_CHECK = 1
export CORE_AREA = 10 10 70 70
export DIE_AREA = 0 0 80 80
==> ./constraint.sdc <==
current_design Adder_subtractor

set clk_period 3.5
set clk_io_pct 0.2

create_clock -name clk0 -period $clk_period

set non_clock_inputs [all_inputs -no_clocks]
set_input_delay [expr $clk_period * $clk_io_pct] -clock clk0 $non_clock_inputs
set_output_delay [expr $clk_period * $clk_io_pct] -clock clk0 [all_outputs]
==> out/summary.txt <==
total cells reported by yosys after synthesis - 16
average wire per standard cell - 7.13 µm
area post-placement - 342 µm²
buffers and inverters on the worst path - 4
Starting DRT DRC Count - 2
sequential-to-total area share from yosys stat - 0%
crit path cell chain - dlygate4sd2_1 -> mux2_4 -> fa_2 -> inv_1 -> fa_1 -> inv_1 -> fa_2 -> clkdlybuf4s50_1
width of the die - 80 µm
post-synthesis average cell area - 9.46 µm²
global-route wire length before repair - 876 µm
required time of the critical path - 2800 ps
sum of negative setup slack - 0 ps
area figure in the yosys stat output - 151 µm²
initial cell density of the core - 4.43%
peak supply drop - 0.0345 mV
Crit path largest cell delay - 410 ps
post-layout instance count excluding filler cells - 76
final wirelength - 542 µm
post-route worst setup slack - 133 ps
most common logic cell in the routed design - sky130_fd_sc_hd__clkdlybuf4s50_1
largest fanout of any net on the critical path - 3
via count of the first global-routing pass - 161
routability cong. - 0.740
Synth Cell Area - 151 µm²
die outline height - 80 µm
total I/O pin count - 14
Worst Hold Endpoint - out[0]
nature of the critical path endpoint - output pin
Post-CTS Repair Setup Buffers - 0
leakage power of the design - 0.150 nW
Final HPWL DP - 510 µm
Via Count - 124
combinational power share - 100.0%
clock buf count - 0
area used by sequential logic in the layout - 0 µm²
signed area change from the synthesized netlist to the final layout - 136%
headroom to the max-slew limit - 85.4%
FP Rows - 21
instance count after placement with tap cells included - 75
most common logic cells in the final layout - sky130_fd_sc_hd__clkdlybuf4s50_1, sky130_fd_sc_hd__inv_1, sky130_fd_sc_hd__dlygate4sd2_1
slowest cell on the critical path - sky130_fd_sc_hd__clkdlybuf4s50_1
achievable frequency - 0.297 GHz
tally of nets with antenna violations remaining after routing - 0
count of warning messages emitted by the tools - 35
Critical Path Source Type - input port
unrepaired setup endpoints after global routing - no
number of failing setup endpoints in the final timing report - 0
final slew viol count - 0
Max-Cap Viols - 0
initial antenna violation count - 1
data arrival time of the worst path - 2670 ps
length of the first detailed-routing pass in iterations - 2
fill cell count - 399
relative contribution of sequential cells to total power - 0%
Sw Ratio - 32.1%
type of the tightest min-delay check - input port to output pin
number of buffer cells added on primary ports - 14
worst hold stages - 4
outcome - completed
total grt overflow - 0
final clock period utilization by the worst path - 96.2%
sequential cell count - 0
count of distinct cell types in the synthesized netlist - 6
power density over the cells - 146 mW/mm²
internal portion of total power - 0.0354 mW
shortest period the worst path allows - 3370 ps
Setup CP Type - input port to output pin
Clk network pwr share - 0%
Final Instance Area - 358 µm²
fraction of final layout cells with drive strength greater than 1 - 24.1%
worst-margin pin slew - 218 ps
Post-Synthesis Cells - 16
Net Switching - 0.0167 mW
crit-path leading delay family - buffers and inverters
full die area - 0.00640 mm²
Overall Global Routing Usage - 1.76%
largest net degree at the start of global routing - 4
DRC viols - 0
core outline area - 0.00342 mm²
worst setup slack after placement - -412 ps
Final Hold Vio Count - 0
Vias/cell - 1.63
startpoint of the worst hold path - x[0]
Synth Warn # - 1
[through the flow]
stage / util [%] / total power [mW] / hold WS, ps
6_report: 10.5 / 0.0522 / 2170
4_1_cts: 10.0 / 0.0528 / 2180
5_1_grt: 10.5 / 0.0594 / 2240
3_3_place_gp: 10.0 / 0.0546 / 2440
3_5_place_dp: 10.0 / 0.0552 / 2430
2_1_floorplan: - / 0.0251 / 1510
[cell usage after synthesis (all sizes together)]
library cell,n,share of area [%]
fa,3,40
xor2,3,17
mux2,1,7.4
xnor2,1,5.8
buf,4,20
inv,4,9.9
[tightest hold or removal path, stage by stage]
cell and delay [ps]:
sky130_fd_sc_hd__dlygate4sd2_1 220, sky130_fd_sc_hd__buf_4 110, sky130_fd_sc_hd__xor2_1 50, sky130_fd_sc_hd__clkdlybuf4s50_1 400
[logic make-up (layout without fill, tap and decap cells)]
| group | count (synthesis) | count (layout) | synth area share (%) |
|---|---|---|---|
| buffers and inverters | 8 | 21 | 29.7 |
| xor gates and xnor gates | 4 | 4 | 23.1 |
| adders and majority gates | 3 | 3 | 39.7 |
| muxes | 1 | 1 | 7.44 |
| other | 0 | 1 | 0 |
[routing by layer]
metal / up-vias / GRT usage (%) / wire (µm)
met4: 0 / 0 / 0
li1: 68 / - / -
met3: 0 / 1.48 / 121
met1: 44 / 2.80 / 286
met5: - / 0 / 0
met2: 12 / 1.69 / 133
[worst max path at each step]
stage / start / endpoint / cells after the start
finish: carryin / carryout / 8
global route: carryin / carryout / 8
CTS: y[1] / out[3] / 8
[what timing repair did]
item | 4_1_cts | 5_1_grt
hold endpoints to repair | 0 | 0
cloned | 0 | 0
endpoints found under the setup margin | 3 | 3
gates resized | 6 | 3
pin swaps | 0 | 1
hold buffers | 0 | 0
[cell type report]
| class | instances | area [µm²] | share of cell area (%) |
|---|---|---|---|
| timing repair buffer | 17 | 160 | 44.8 |
| inverter | 4 | 15.0 | 4.20 |
| multi-input combinational | 8 | 123 | 34.3 |
| tap | 46 | 57.6 | 16.1 |
| antenna | 1 | 2.50 | 0.699 |
[power by group through the flow]
stage | Sequential [mW] | Clock [mW] | Combinational, mW
after CTS | 0 | 0 | 0.0528
after global routing | 0 | 0.0000000382 | 0.0594
final | 0 | 0.0000000382 | 0.0522
Power and IR drop assume default switching activity.
